==> flow/design.v <==
module SPI_interface(
    input clk,rst_n,
    input MOSI, SS_n,
    input tx_valid,
    input [7:0] tx_data,
    output reg MISO,
    output rx_valid,
    output reg [9:0] rx_data
);
    localparam  idle = 0,
                CHK = 1,
                write = 2,
                read_data = 3,
                read_addr = 4;
    reg [2:0] state,next;
    reg [3:0] nbit;
    assign rx_valid = (nbit == 4'd10);
    always@(posedge clk or negedge rst_n) begin
        if(~rst_n)
            state <= idle;
        else
            state <= next;
    end
    always@(*) begin
        case(state)
            idle : next = SS_n ? idle : CHK ;
            CHK  : begin
                if(SS_n) next = idle;
                else begin
                    if(~MOSI)
                        next = write;
                    else
                        next = read_addr;
                end
            end
            write : begin
                next = (SS_n) ? idle : state;
            end
            read_data : begin
                next = (SS_n) ? idle : state;
            end            
            read_addr : begin
                if(SS_n) next = idle;
                else if(nbit == 4'd10) next = read_data;
                else next = state;
            end
        default : next = idle;
        endcase
    end
    always@(posedge clk) begin
        case(state)
            idle : begin
                nbit <= 4'd0;
                MISO <= 0;
            end
            CHK  : begin
                MISO <= 0;
                rx_data <= {rx_data,MOSI};
                nbit <= nbit + 1;
            end
            write : begin
                rx_data <= {rx_data,MOSI};
                nbit <= nbit + 1;
                if(nbit==10) begin
                    nbit <= 0;  
                end 
            end
            read_data : begin
                MISO <= tx_data [7 - nbit] ;
                nbit <= nbit + 1 ;
                if (nbit == 4'h7) begin
                    nbit <= 0 ;
                end
            end            
            read_addr : begin
                rx_data <= {rx_data,MOSI};
                nbit <= nbit + 1;
                if(nbit==10) begin
                    nbit <= 0;  
                end 
            end
        default : begin
            nbit <= 0;
            rx_data <= 0;
            MISO <= 0;
        end
        endcase
    end
endmodule
module SPI_wrapper(
    input clk,rst_n,
    input SS_n , MOSI,
    output MISO
);
    localparam MEM_DEPTH = 256;
    localparam ADDR_SIZE = 8;
    wire tx_valid;
    wire [7:0] dout;
    wire rx_valid;
    wire [9:0] rx_data;
    SPI_interface slave(
        .clk(clk) ,
        .MOSI(MOSI) ,
        .SS_n(SS_n),
        .rst_n(rst_n),
        .MISO(MISO),
        .tx_valid(tx_valid),
        .tx_data(dout),
        .rx_valid(rx_valid),
        .rx_data(rx_data)
    );
    memory_access #(
        .ADDR_SIZE(ADDR_SIZE),
        .MEM_DEPTH(MEM_DEPTH)
    ) memo (
        .clk(clk) ,
        .rst_n(rst_n),
        .din(rx_data),
        .rx_valid(rx_valid),
        .tx_valid(tx_valid),
        .dout(dout)
    );
endmodule
module memory_access #(
    parameter MEM_DEPTH = 8,
    parameter ADDR_SIZE = 8
)(
    input [9:0] din,
    input clk, rst_n,
    input rx_valid,
    output reg [7:0] dout,
    output reg tx_valid
);
    reg [ADDR_SIZE-1 : 0] memory [MEM_DEPTH - 1 : 0];
    reg [ADDR_SIZE-1 : 0] write_addr , read_addr ;
    always @(posedge clk) begin
        if (!rst_n) begin
            dout <= 8'd0;
            tx_valid <= 1'b0;
        end
        else begin
            if(rx_valid) begin
                if(~din[8]) begin
                    if(~din[9])
                        write_addr = din[7:0] ;    
                    else
                        read_addr = din[7:0];   
                end
                else begin
                    if(~din[9]) 
                        memory[write_addr] = din[7:0];      
                    else begin
                        tx_valid = 1;
                        dout = memory[read_addr];   
                    end
                end 
            end
        end
    end
endmodule
==> flow/run.sh <==
#!/bin/bash
# OpenROAD 26Q1-2900-gdf79404cd8, Yosys 0.63+post, stock flow scripts
make -C /OpenROAD-flow-scripts/flow DESIGN_CONFIG=/design/flow/config.mk WORK_HOME=/design/flow/orfs finish
==> flow/config.mk <==
export PLATFORM = sky130hd
export DESIGN_NAME = SPI_wrapper
export DESIGN_NICKNAME = SPI_wrapper
export VERILOG_FILES = /design/flow/design.v
export SDC_FILE = /design/flow/constraint.sdc
export NUM_CORES = 4
export LEC_CHECK = 1
export CORE_UTILIZATION = 50
==> flow/constraint.sdc <==
current_design SPI_wrapper

set clk_period 24.4
set clk_io_pct 0.2

create_clock -name clk0 -period $clk_period [get_ports {clk}]

set non_clock_inputs [all_inputs -no_clocks]
set_input_delay [expr $clk_period * $clk_io_pct] -clock clk0 $non_clock_inputs
set_output_delay [expr $clk_period * $clk_io_pct] -clock clk0 [all_outputs]
==> results_slide.txt <==
Implementation Results

Synth
  – Area leader share: 74.5%
  – Synth unique cells: 83
  – Ys flop type: edfxtp_1
  – Flip-flops with a built-in enable: 2,075
  – Synthesis Warnings: 3
  – Synthesis area per yosys: 0.0836 mm2
  – Seq share, synth: 74.9%
  – Main area contributors: edfxtp_1, a22oi_1, nand3_1, a21oi_1, o22ai_1
  – Most common cell in the netlist: edfxtp_1
  – Yosys cell count: 5,594
  – Synthesized area per cell: 14.9 um2
  – Area of the mapped netlist: 0.0836 mm2
  – Synth flops: 2,090
  – Commonest cells post-synth: edfxtp_1, nand3_1, a22oi_1, a21oi_1, clkbuf_1
  – Largest area contributor in the netlist: edfxtp_1
  – Synth async-reset ratio: 0.144%
  – Post-synthesis cell count: 5,594

Die
  – Row cnt: 149
  – Die x size: 411 um
  – Floorplan utilization: 50.5%
  – Chip Height: 411 um
  – I/O pin count: 5

Status
  – Status: aborted with a tool error
  – First Err: [ERROR GRT-0116] Global routing finished with congestion. Check the congestion regions in the DRC Viewer.
  – Fail Step: global routing (5_1_grt)

Global routing
  – Largest net degree at the start of global routing: 109
  – Grt ovf: 74
  – Global-route wire length before repair: 839,000 um
  – Overall Global Routing Usage: 84.1%
  – Number of global-route vias before repair: 83,900

CTS
  – Post-CTS Hold Fix Bufs: 0
  – CTS buffer count: 213
  – Clock buffer depth: 3
  – Post-CTS Resized: 0
  – Root Buffer: clkbuf_16
  – H-tree levels: 4
  – Postcts setup bufs: 0
  – TritonCTS Sinks: 2,090

Placement
  – Number of port buffers: 4
  – Setup WS pre-CTS: 14.77 ns
  – Placed wire-length estimate: 420,000 um
  – Routability cong.: 1.37
## per-stage QoR
stage	power, W	cells	instance area, um2	hold WS, ns	util [%]
detailed placement	0.00549	7845	89500	0.546	54.0
global placement	0.00549	7845	89500	0.527	54.0
floorplan	0.00496	5594	83600	0.481	-
CTS	0.00860	8231	96100	0.559	58.1
## layer usage
| layer | overflow | GRT usage (%) |
|---|---|---|
| met1 | 12 | 83.2 |
| met2 | 25 | 90.3 |
| met3 | 18 | 82.9 |
| met5 | 1 | 72.9 |
| met4 | 18 | 76.4 |
## cells by family after synthesis
| logic type | after synthesis | share of synthesized area (%) |
|---|---|---|
| DFF | 2090 | 74.9 |
| AOI/OAI and AO/OA | 1529 | 12.8 |
| and+or+nand+nor | 1449 | 9.41 |
| buffers and inverters | 490 | 2.42 |
| muxes | 24 | 0.331 |
| xor gates and xnor gates | 10 | 0.105 |
| adders and majority gates | 2 | 0.0299 |
No activity file was given, so power comes from the tool's default toggle rates.
